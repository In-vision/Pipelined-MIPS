`flow/config.mk`:
```
export PLATFORM = sky130hd
export DESIGN_NAME = RamAddressDecoder
export DESIGN_NICKNAME = RamAddressDecoder
export VERILOG_FILES = /design/flow/design.v
export SDC_FILE = /design/flow/constraint.sdc
export NUM_CORES = 4
export LEC_CHECK = 1
export CORE_AREA = 10 10 70 70
export DIE_AREA = 0 0 80 80
export SYNTH_HDL_FRONTEND = slang
```
`flow/design.v`:
```
module RamAddressDecoder 
(   
	input [31:0]  Address,
   output reg [31:0] RamAddress
);
   always @ (*)
     RamAddress = (Address - 32'h10010000) >> 2;
endmodule 
```
`flow/constraint.sdc`:
```
current_design RamAddressDecoder

set clk_period 7.3
set clk_io_pct 0.2

create_clock -name clk0 -period $clk_period

set non_clock_inputs [all_inputs -no_clocks]
set_input_delay [expr $clk_period * $clk_io_pct] -clock clk0 $non_clock_inputs
set_output_delay [expr $clk_period * $clk_io_pct] -clock clk0 [all_outputs]
```
`flow/run.sh`:
```
#!/bin/bash
# OpenROAD 26Q1-2900-gdf79404cd8, Yosys 0.63+post, stock flow scripts
make -C /OpenROAD-flow-scripts/flow DESIGN_CONFIG=/design/flow/config.mk WORK_HOME=/design/flow/orfs finish
```
==> results.py <==
# Auto-generated metrics
metrics = {
    "status": {
        "status": "finished, final reports clean",
    },
    "pwr": {
        "clkPwrFrac_pct": 0,
        "switchingPower_uw": 9.996,
        "totalPowerFinal_uw": 31.46,
        "ir_drop_uv": 14.49,
        "p_leak_uw": 0.0002343,
        "comb_power_share_pct": 100.0,
        "p_int_uw": 21.46,
        "p_seq_share_pct": 0,
        "sw_frac_of_total_pct": 31.78,
        "powerDensity_mw_per_mm2": 45.96,
    },
    "detailed_routing": {
        "n_antenna_cell": 0,
        "drtIter0Drc": 71,
        "vias_per_cell": 3.943,
        "vias": 485,
        "first_pass_iters": 4,
        "drt_wl_total_um": 1437,
        "ant_nets": 0,
        "wl_per_cell_um": 11.68,
        "drc": 0,
    },
    "setup_path": {
        "crit_required_ps": 5840,
        "critPathArrivalTime_ps": 3930,
        "cp-end-kind": "primary output",
        "path_max_fanout": 11,
        "path_class": "primary input to primary output",
        "crit_chain": "clkdlybuf4s50_1, or4_1, or4_1, a311o_1, clkdlybuf4s50_1",
        "crit_path_start_kind": "primary input",
        "cp_slowest_cell": "or4_1",
        "cpPeakStageDelay_ps": 710,
    },
    "timing": {
        "fin_tns_setup_ps": 0,
        "whs_ps": 2920,
        "setup_viol": 0,
        "slew_viol_final": 0,
        "fmax_mhz": 185.5,
        "min_period_ps": 5391,
        "finalHoldViolCount": 0,
        "finalCritPeriodShare_pct": 73.85,
        "rsz0062_at_grt": "false",
    },
    "cells_and_area": {
        "fin_area_um2": 684.4,
        "syn2layout_area_growth_pct": 57.18,
        "flop_area_um2": 0,
        "utilization_pct": 20.04,
        "seq_cells": 0,
        "clock_buffers": 0,
        "drive_above_1_share_pct": 1.299,
    },
    "floorplan": {
        "dieArea_mm2": 0.006400,
        "die_w_um": 80,
        "die_y_um": 80,
        "fp_util_pct": 12.75,
        "rows": 21,
        "core_area_mm2": 0.003416,
        "ios": 64,
    },
    "placed_design": {
        "dpl_cell_area_um2": 684.4,
        "gp_congestion": 0.7244,
        "io_buffers": 32,
        "dp_hpwl_um": 1237,
    },
    "min_path": {
        "hold_depth": 0,
        "min_path_type": "primary input to primary output",
    },
    "logic_synthesis": {
        "synth_seq_share_pct": 0,
        "syn_area_um2": 435.4,
        "syn_area_per_cell_um2": 6.911,
        "ys_cells": 63,
        "yosysChipArea_um2": 435.4,
        "postSynthCellCount": 63,
        "ys_warn_count": 0,
        "synth_cell_types": 21,
    },
    "global_routing": {
        "grt_pass1_wl_um": 2401,
        "grt_max_degree": 12,
        "grt_pass1_vias": 495,
        "grt-ovfl-total": 0,
        "antenna_found_initial": 0,
        "grt_usage_pct": 4.364,
    },
    "clocking": {
        "cts-hold-fix-buffers": 0,
        "post_cts_resized": 0,
        "cts_setup_buffers": 0,
    },
    "flow_run": {
        "cap_violations": 0,
        "warning_count": 34,
    },
}
==> cells in the mapped netlist <==
cell	number	share of area, %
o21ai_0	2	2.3
a311o_1	1	2.3
clkbuf_1	2	1.7
o31ai_1	1	1.7
nor4b_1	1	2.0
conb_1	1	0.86
xnor2_1	2	4.0
buf_4	16	28
buf_2	1	1.1
or3_1	4	5.7
ha_1	1	2.9
nor4_1	4	5.7
or4_1	5	8.6
xor2_1	8	16
or3b_2	1	2.0
inv_1	3	2.6
nand2_1	1	0.86
nor2_1	3	2.6
o211ai_1	1	1.7
o41ai_1	2	4.0
nor3_1	3	3.4
==> cell usage in the layout (no fill, tap or decap), drive strengths merged <==
cell type,n
clkdlybuf4s50,32
xor2,8
or4,5
or3,4
nor4,4
inv,3
nor2,3
nor3,3
o21ai,2
o41ai,2
xnor2,2
conb,2
a311o,1
or3b,1
nor4b,1
o211ai,1
o31ai,1
nand2,1
ha,1
==> worst max-delay path, delay by kind of cell <==
kind                   cells  cell delay [ps]
and+or+nand+nor            2             1270
buffers and inverters      2              880
AOI/OAI and AO/OA          1              320
==> power groups by stage <==
stage | logic, µW | registers [µW] | clock network [µW]
CTS | 32.4 | 0 | 0
global route | 35.3 | 0 | 0
finish | 31.5 | 0 | 0
==> metal layers <==
layer  global-route usage, %  vias up  part of all wire, %
met2                   7.384       21                   46
met4                  0.1761        0                    0
met1                   5.339      226                   41
met3                   1.705        0                   13
met5                       0        -                    0
li1                        -      238                    -
==> layout make-up <==
type               instances  area [µm²]
multi-input cells         42       295.3
fillers                  386        2731
well taps                 46       57.56
inverters                  3       11.26
repair buffers            32       320.3
==> worst paths after layout <==
| path | end | startpoint |
|---|---|---|
| worst max-delay path | RamAddress[29] | Address[21] |
| worst min-delay path | RamAddress[0] | Address[2] |
==> metrics by stage <==
step,setup WS [ps],std cells
after detailed placement,1903,123
after CTS,1892,123
after floorplan,2930,64
after global placement,1893,123
after global routing,1801,123
final,1909,123
==> logic make-up after synthesis <==
logic type	synth area share, %
other	0.8612
adder cells (fa/ha/maj)	2.873
XOR/XNOR	20.12
AND-OR/OR-AND	12.07
AND/OR/NAND/NOR	31.03
buffers and inverters	33.05
Power figures rest on the tool's default switching activity, not on a simulated workload.
